**/design/flow/run.sh**
```bash
#!/bin/bash
# OpenROAD 26Q1-2900-gdf79404cd8, Yosys 0.63+post, stock flow scripts
make -C /OpenROAD-flow-scripts/flow DESIGN_CONFIG=/design/flow/config.mk WORK_HOME=/design/flow/orfs finish
```
**/design/flow/design.v**
```verilog
module CPU(
    input wire clk,
    input wire [15:0] inM,           
    input wire [15:0] instruction,   
    input wire reset,                
    output wire [15:0] outM,         
    output wire loadM,               
    output wire [15:0] addressM,     
    output reg [15:0] pc             
);
    assign addressM = regA;
    wire loadI;
    wire loadA;
    wire loadD;
    assign outM = outALU;    
    wire [15:0] am;
    assign am = (instruction[12]) ? inM : regA;
    wire lt;
    wire eq;
    wire jmp;
    wire inc;
    wire [15:0] outALU;
    reg [15:0] regA;
    reg [15:0] regD;
    ALU ALU_0(
        .x(regD),
        .y(am),
        .zx(instruction[11]),
        .nx(instruction[10]),
        .zy(instruction[9]),
        .ny(instruction[8]),
        .f(instruction[7]),
        .no(instruction[6]),
        .out(outALU),
        .zr(eq),
        .ng(lt)
    );
    assign loadI = ~instruction[15];
    assign loadA = instruction[15] & instruction[5];
    assign loadD = instruction[15] & instruction[4];
    assign loadM = instruction[15] & instruction[3];
    assign jmp = instruction[15] & ((lt & instruction[2]) | (eq & instruction[1]) | ((!(lt|eq)) & instruction[0]));
    always @(posedge clk)
        if (reset) pc <= 0;
        else if (jmp) pc <= regA;
        else pc <= pc+1;
    always @(posedge clk)
        if (reset) regA <= 0;
        else if (loadI) regA <= instruction;
        else if (loadA) regA <= outALU;
        else regA <= regA;
    always @(posedge clk)
        if (reset) regD <= 0;
        else if (loadD) regD <= outALU;
        else regD <= regD;
endmodule
module ALU(
    input [15:0] x, y,
    input zx, nx, zy, ny, f, no,
    output [15:0] out,
    output zr, ng);
    wire [15:0] outzx, outnx, outzy, outny, outf;
    assign  outzx = zx ? (16'h0000) : (x);
    assign  outnx = nx ? (~outzx) : (outzx);
    assign  outzy = zy ? (16'h0000) : (y);
    assign  outny = ny ? (~outzy) : (outzy);
    assign outf = f ? (outnx + outny) : (outnx & outny);
    assign out = no ? (~outf) : (outf);
    assign zr = (out == 16'h0000) ? 1 : 0;
    assign ng = (out[15] == 1) ? 1 : 0;
endmodule
```
**/design/flow/constraint.sdc**
```tcl
current_design CPU

set clk_period 8.1
set clk_io_pct 0.2

create_clock -name clk0 -period $clk_period [get_ports {clk}]

set non_clock_inputs [all_inputs -no_clocks]
set_input_delay [expr $clk_period * $clk_io_pct] -clock clk0 $non_clock_inputs
set_output_delay [expr $clk_period * $clk_io_pct] -clock clk0 [all_outputs]
```
**/design/flow/config.mk**
```make
export PLATFORM = sky130hd
export DESIGN_NAME = CPU
export DESIGN_NICKNAME = CPU
export VERILOG_FILES = /design/flow/design.v
export SDC_FILE = /design/flow/constraint.sdc
export NUM_CORES = 4
export LEC_CHECK = 1
export CORE_UTILIZATION = 50
```
==> tab_implementation.tex <==
% Auto-generated results table
\begin{tabular}{lr}
\hline
Metric & Value \\
\hline
\multicolumn{2}{l}{\textbf{Finish}} \\
\quad Synth-to-Final Area Change & 21.96\% \\
\quad Fill count & slightly below 700 \\
\quad Share of final-layout standard cells stronger than drive strength 1 & 10.40\% \\
\quad Final design utilization & between 60 and 70\% \\
\multicolumn{2}{l}{\textbf{Critical path}} \\
\quad Max incr delay on CP & 0.71 ns \\
\quad Required time of the critical path & approximately 6.5 ns \\
\quad Arrival time reported for the critical path endpoint & between 5 and 6 ns \\
\quad Worst setup SP type & input pin \\
\quad Reg2Reg Launch Point & regA[0] \\
\quad Cell-by-cell listing of the critical path & clkdlybuf4s50\_1 > nand2b\_1 > xnor2\_1 > ha\_1 > fa\_1 > a211oi\_2 > o21ai\_2 > a31o\_4 > a211oi\_4 > xnor2\_1 > mux2i\_1 > xnor2\_1 > clkdlybuf4s50\_1 \\
\quad Setup CP Type & in -> out \\
\quad CP max FO & 17 \\
\quad Endpoint class of the critical path & output pin \\
\quad Dominant delay contributor by cell family on the critical path & buffers and inverters \\
\quad Launching element of the worst setup path & instruction[11] \\
\quad Cell with the largest stage delay on the worst path & sky130\_fd\_sc\_hd\_\_clkdlybuf4s50\_1 \\
\quad Cell repeated most along the worst path & sky130\_fd\_sc\_hd\_\_xnor2\_1 \\
\quad Buffering stage count on the worst path with inverters included & 2 \\
\multicolumn{2}{l}{\textbf{Logic synthesis}} \\
\quad Post-Synthesis Mean Instance Area & roughly 8 um2 \\
\quad Top cells by instance count after synthesis & 54 x sky130\_fd\_sc\_hd\_\_nor2\_1, 48 x sky130\_fd\_sc\_hd\_\_dfxtp\_1, 47 x sky130\_fd\_sc\_hd\_\_nand2\_1 \\
\quad Main flop type & sky130\_fd\_sc\_hd\_\_dfxtp\_1 \\
\quad Netlist Area Pre-Place & 4388 um2 \\
\quad Post-synthesis cell type with the largest combined area & sky130\_fd\_sc\_hd\_\_dfxtp\_1 \\
\quad Area reported by Yosys stat & 4388 um2 \\
\quad Number of cells in Yosys stat & approximately 540 \\
\quad Flip-flop and latch count after synthesis & between 40 and 50 \\
\quad Fraction of the yosys area taken by sequential cells & between 20\% and 30\% \\
\quad Flip-flops with a built-in enable & 0 \\
\quad Synth top area share & 21.90\% \\
\quad Syn Inst Count & between 500 and 600 \\
\quad Synth top cell by count & sky130\_fd\_sc\_hd\_\_nor2\_1 \\
\quad Ys Warns & 1 \\
\quad Top cells by area in the synthesized netlist & sky130\_fd\_sc\_hd\_\_dfxtp\_1 22\%, sky130\_fd\_sc\_hd\_\_xnor2\_1 8.2\%, sky130\_fd\_sc\_hd\_\_mux2i\_1 7.8\% \\
\quad Ys async rst share & 0\% \\
\quad Number of different library cells in the post-synthesis netlist & between 60 and 70 \\
\multicolumn{2}{l}{\textbf{Worst hold path}} \\
\quad Startpoint of the most critical hold path & regD[10] \\
\quad Kind of path behind the tightest hold check & reg -> reg \\
\multicolumn{2}{l}{\textbf{Global routing}} \\
\quad Number of antenna violations at the first check in global routing & 0 \\
\quad Global-route wire length before repair & between 15 and 20 mm \\
\quad Aggregate global routing overflow & 0 \\
\quad Maximum number of pins on one net before global-route repair & $\sim$50 \\
\quad Vias in the first global route & between 3000 and 4000 \\
\quad GRT Util Overall & around 26\% \\
\multicolumn{2}{l}{\textbf{Floorplan}} \\
\quad Horiz. Die Dim & 95.68 um \\
\quad Chip height & around 96 um \\
\quad Number of placed I/O pins & approximately 83 \\
\quad Core region area & around 8300 um2 \\
\quad Placement row count & 33 \\
\quad Initial Utilization & approximately 53\% \\
\quad Die area & approximately 9200 um2 \\
\multicolumn{2}{l}{\textbf{STA}} \\
\quad Fin. max-slew vios & 0 \\
\quad Crit share post-route & about nine tenths \\
\quad Final setup skew & between 0.01 and 0.015 ns \\
\quad Worst hold slack after final layout & $\sim$0.46 ns \\
\quad Final total negative setup slack & 0 ns \\
\quad Maximum clock rate & between 100 and 150 MHz \\
\quad Slew of the pin with the lowest slew margin & 0.8265 ns \\
\quad Final count of negative-setup-slack endpoints & 0 \\
\quad Number of endpoints with negative hold slack in the final report & 0 \\
\quad Rel. slew slack & between 40\% and 50\% \\
\quad RSZ-0062 raised after global routing & false \\
\quad Minimum period implied by the final worst setup slack & between 7 and 8 ns \\
\multicolumn{2}{l}{\textbf{Clock network}} \\
\quad Maximum number of buffers from clock root to sink & 2 \\
\quad Clock tree from TritonCTS & yes \\
\quad Later-pin clock latency in the skew report & between 0.3 and 0.4 ns \\
\quad CTS Buf Count & 5 \\
\quad Buffers inserted during post-CTS setup optimization & 0 \\
\quad Root Driver & sky130\_fd\_sc\_hd\_\_clkbuf\_8 \\
\quad Max H-tree Level & 2 \\
\quad Quantity of gates resized following cts & 0 \\
\quad Clock transition at the registers of the reported paths & 0.08 ns \\
\quad Number of sinks on the clock net & 48 \\
\quad Hold-fix buffers, CTS & 0 \\
\multicolumn{2}{l}{\textbf{Drt}} \\
\quad Drt initial violations & around 150 \\
\quad Total vias in the final route & $\sim$4000 \\
\quad Routed len/inst & between 15 and 20 um \\
\quad Post-detailed-routing wire length & between 10 and 15 mm \\
\quad Antenna fix cells & 0 \\
\quad Number of detailed-routing iterations run before antenna repair & 5 \\
\quad DRC & 0 \\
\quad Via density per instance & around 5.8 \\
\quad Post-detailed-route count of antenna-violating nets & 0 \\
\multicolumn{2}{l}{\textbf{Flow run}} \\
\quad Number of warnings the tools reported & 26 \\
\quad Maximum capacitance violations & 0 \\
\multicolumn{2}{l}{\textbf{Pwr}} \\
\quad Areal power density over the cells & between 150 and 200 nW/um2 \\
\quad LEAKAGE & around 2.1 nW \\
\quad Pwr Total & slightly below 1 mW \\
\quad IR Drop Worst-Case VDD & 0.1143 mV \\
\multicolumn{2}{l}{\textbf{Run status}} \\
\quad Status & finished clean \\
\multicolumn{2}{l}{\textbf{Placed design}} \\
\quad Routability congestion estimate & 0.8917 \\
\quad HPWL after detailed placement & just over 8 mm \\
\quad \# port buffers & a little over 80 \\
\hline
\end{tabular}
## cells in the final DEF, fill, tap and decap left out, types with 7 or more instances in the layout
master and instances:
sky130_fd_sc_hd__and3_1 8, sky130_fd_sc_hd__a31oi_2 15, sky130_fd_sc_hd__clkdlybuf4s50_1 81, sky130_fd_sc_hd__xor2_1 26, sky130_fd_sc_hd__ha_1 17, sky130_fd_sc_hd__a211oi_1 17
sky130_fd_sc_hd__nand4_1 20, sky130_fd_sc_hd__nand2b_1 20, sky130_fd_sc_hd__mux2i_1 34, sky130_fd_sc_hd__dfxtp_1 48, sky130_fd_sc_hd__buf_4 12, sky130_fd_sc_hd__o21ai_0 7
sky130_fd_sc_hd__inv_1 9, sky130_fd_sc_hd__nor3b_2 15, sky130_fd_sc_hd__nand3_1 8, sky130_fd_sc_hd__nand2_1 47, sky130_fd_sc_hd__a21oi_1 38, sky130_fd_sc_hd__nor2_1 54
sky130_fd_sc_hd__xnor2_1 41
## metrics by stage
step	area (um2)	setup WS (ns)	cells
floorplan	4388	1.841	537
global placement	5223	0.9994	694
detailed placement	5223	0.9864	694
CTS	5351	0.9367	701
global route	5351	0.6713	701
finish	5351	0.9102	701
## cell type report
type	count	area, um2	share of cell area [%]
Clock buffer	5	68.82	1.286
Multi-Input combinational cell	438	3191	59.62
Inverter	9	33.78	0.6313
Sequential cell	48	960.9	17.96
Timing Repair Buffer	94	905.9	16.93
Clock inverter	2	60.06	1.122
Tap cell	105	131.4	2.455
## worst register-to-register path, cell delays in order, from the launching register on
cell and delay (ns):
sky130_fd_sc_hd__dfxtp_1 0.36, sky130_fd_sc_hd__mux2i_1 0.17, sky130_fd_sc_hd__nor2_1 0.07, sky130_fd_sc_hd__xor2_1 0.15, sky130_fd_sc_hd__ha_1 0.29, sky130_fd_sc_hd__fa_1 0.45
sky130_fd_sc_hd__a211oi_2 0.23, sky130_fd_sc_hd__o21ai_2 0.14, sky130_fd_sc_hd__xor2_1 0.16, sky130_fd_sc_hd__mux2_2 0.33, sky130_fd_sc_hd__or3_1 0.39, sky130_fd_sc_hd__mux2i_1 0.19
sky130_fd_sc_hd__and4b_1 0.26, sky130_fd_sc_hd__a311o_2 0.68, sky130_fd_sc_hd__nand4_1 0.17, sky130_fd_sc_hd__nor3b_2 0.20
## path summary, 6_finish.rpt
path	end	slack, ns	cells after the start
worst max-delay path	outM[14]	0.91	13
worst min register to register	regD[10]	0.46	2
worst max register to register	pc[2]	3.73	15
worst min-delay path	regD[10]	0.46	2
## routing by layer
| metal | track usage [%] | vias to the layer above | part of all wire, % |
|---|---|---|---|
| met5 | 0 | - | 0 |
| met2 | 43.93 | 104 | 48 |
| li1 | - | 2037 | - |
| met4 | 1.119 | 0 | 0.46 |
| met1 | 37.85 | 1888 | 47 |
| met3 | 3.163 | 7 | 4.8 |
## flip-flops by register name (all words and copies together) (netlist names)
name,cells
pc,16
regD,16
regA,16
## power breakdown
part           internal, mW  switching, mW
Clock                 0.122         0.0858
Combinational         0.245          0.224
Sequential            0.263         0.0266
Total                 0.629          0.336
## cell families after synthesis
logic type | synth area share [%]
buffers and inverters | 5.389
adder cells (fa/ha/maj) | 5.304
XOR/XNOR | 13.37
AND-OR/OR-AND | 19.67
flip-flops | 21.90
AND/OR/NAND/NOR | 26.35
multiplexers | 8.013
Power and IR drop assume default switching activity.
